--- design/flow/config.mk ---
export PLATFORM = sky130hd
export DESIGN_NAME = UART
export DESIGN_NICKNAME = UART
export VERILOG_FILES = /design/flow/design.v
export SDC_FILE = /design/flow/constraint.sdc
export NUM_CORES = 4
export LEC_CHECK = 1
export CORE_UTILIZATION = 50
--- design/flow/constraint.sdc ---
current_design UART

set clk_period 4.1
set clk_io_pct 0.2

create_clock -name clk0 -period $clk_period [get_ports {clk}]

set non_clock_inputs [all_inputs -no_clocks]
set_input_delay [expr $clk_period * $clk_io_pct] -clock clk0 $non_clock_inputs
set_output_delay [expr $clk_period * $clk_io_pct] -clock clk0 [all_outputs]
--- design/flow/design.v ---
`timescale 1ns / 1ps
module UART (
    input clk,
    input rstn,
    input [7:0] tx_data,
    input tx_start,
    output tx,
    output tx_busy,
    output tx_done,
    output [7:0] rx_data,
    output rx_busy,
    output rx_done
);
    wire w_baud_tick;
    baud_gen #(
        .SYS_CLK(100_000_000),
        .BAUD_RATE(9600),
        .SAMPLE_RATE(16)
    ) U_BAUD_GEN (
        .clk (clk),
        .rstn(rstn),
        .baud_tick(w_baud_tick)
    );
    transmitter U_TRANSMITTER (
        .clk(clk),
        .rstn(rstn),
        .baud_tick(w_baud_tick),
        .tx_start(tx_start),
        .tx_data(tx_data),
        .tx(tx),
        .tx_busy(tx_busy),
        .tx_done(tx_done)
    );
    receiver U_RECEIVER (
        .clk(clk),
        .rstn(rstn),
        .baud_tick(w_baud_tick),
        .rx(tx),
        .rx_busy(rx_busy),
        .rx_done(rx_done),
        .rx_data(rx_data)
    );
endmodule
`timescale 1ns / 1ps
module baud_gen #(
    parameter SYS_CLK = 100_000_000,
    parameter BAUD_RATE = 9600,
    parameter SAMPLE_RATE = 16
) (
    input clk,
    input rstn,
    output reg baud_tick
);
    reg [($clog2(SYS_CLK/BAUD_RATE/SAMPLE_RATE) - 1):0] counter;
    always @(posedge clk or negedge rstn) begin
        if(!rstn) begin
            counter <= 0;
            baud_tick <= 0;
        end
        else if(counter == ((SYS_CLK/BAUD_RATE/SAMPLE_RATE) - 1)) begin
            counter <= 0;
            baud_tick <= 1;
        end
        else begin
            counter <= counter + 1;
            baud_tick <= 0;
        end
    end
endmodule
`timescale 1ns / 1ps
module receiver (
    input clk,
    input rstn,
    input baud_tick,
    input rx,
    output       rx_busy,
    output       rx_done,
    output [7:0] rx_data
);
    localparam IDLE = 0;
    localparam START = 1;
    localparam DATA = 2;
    localparam STOP = 3;
    reg [1:0] state, next_state;
    reg [7:0] rx_data_reg, rx_data_next;
    reg rx_busy_reg, rx_busy_next;
    reg rx_done_reg, rx_done_next;
    reg [4:0] tick_cnt_reg, tick_cnt_next;
    reg [2:0] bit_cnt_reg, bit_cnt_next;
    assign rx_busy = rx_busy_reg;
    assign rx_done = rx_done_reg;
    assign rx_data = rx_data_reg;
    always @(posedge clk or negedge rstn) begin
        if (!rstn) begin
            state        <= IDLE;
            rx_data_reg  <= 0;
            rx_busy_reg  <= 0;
            rx_done_reg  <= 0;
            tick_cnt_reg <= 0;
            bit_cnt_reg  <= 0;
        end else begin
            state        <= next_state;
            rx_data_reg  <= rx_data_next;
            rx_busy_reg  <= rx_busy_next;
            rx_done_reg  <= rx_done_next;
            tick_cnt_reg <= tick_cnt_next;
            bit_cnt_reg  <= bit_cnt_next;
        end
    end
    always @(*) begin
        next_state = state;
        rx_data_next = rx_data_reg;
        rx_busy_next = rx_busy_reg;
        rx_done_next = rx_done_reg;
        tick_cnt_next = tick_cnt_reg;
        bit_cnt_next = bit_cnt_reg;
        case (state)
            IDLE: begin
                rx_busy_next = 0;
                rx_done_next = 0;
                if (!rx) begin
                    next_state = START;
                end
            end
            START: begin
                rx_data_next = 0;
                rx_busy_next = 1;
                if (baud_tick) begin
                    if (tick_cnt_reg == 7) begin
                        tick_cnt_next = 0;
                        bit_cnt_next = 0;
                        next_state = DATA;
                    end else begin
                        tick_cnt_next = tick_cnt_reg + 1;
                    end
                end
            end
            DATA: begin
                if (baud_tick) begin
                    if (tick_cnt_reg == 15) begin
                        tick_cnt_next = 0;
                        rx_data_next  = {rx, rx_data_reg[7:1]};
                        if (bit_cnt_reg == 7) begin
                            bit_cnt_next = 0;
                            next_state   = STOP;
                        end else begin
                            bit_cnt_next = bit_cnt_reg + 1;
                        end
                    end else begin
                        tick_cnt_next = tick_cnt_reg + 1;
                    end
                end
            end
            STOP: begin
                if (baud_tick) begin
                    if (tick_cnt_reg == 23) begin
                        tick_cnt_next = 0;
                        rx_done_next = 1;
                        next_state = IDLE;
                    end else begin
                        tick_cnt_next = tick_cnt_reg + 1;
                    end
                end
            end
        endcase
    end
endmodule
`timescale 1ns / 1ps
module transmitter (
    input       clk,
    input       rstn,
    input       baud_tick,
    input       tx_start,
    input [7:0] tx_data,
    output tx,
    output tx_busy,
    output tx_done
);
    localparam IDLE = 0;
    localparam START_READY = 1;
    localparam TX_START = 2;
    localparam DATA = 3;
    localparam STOP = 4;
    reg [2:0] state, next_state;
    reg [7:0] temp_data, temp_next;
    reg tx_reg, tx_next;
    reg busy_reg, busy_next;
    reg done_reg, done_next;
    reg [3:0] tick_cnt_reg, tick_cnt_next;
    reg [2:0] bit_cnt_reg, bit_cnt_next;
    assign tx = tx_reg;
    assign tx_busy = busy_reg;
    assign tx_done = done_reg;
    always @(posedge clk or negedge rstn) begin
        if (!rstn) begin
            state        <= IDLE;
            temp_data    <= 0;
            tx_reg       <= 1;
            busy_reg     <= 0;
            done_reg     <= 0;
            tick_cnt_reg <= 0;
            bit_cnt_reg  <= 0;
        end else begin
            state        <= next_state;
            temp_data    <= temp_next;
            tx_reg       <= tx_next;
            busy_reg     <= busy_next;
            done_reg     <= done_next;
            tick_cnt_reg <= tick_cnt_next;
            bit_cnt_reg  <= bit_cnt_next;
        end
    end
    always @(*) begin
        next_state    = state;
        temp_next     = temp_data;
        tx_next       = tx_reg;
        busy_next     = busy_reg;
        done_next     = done_reg;
        tick_cnt_next = tick_cnt_reg;
        bit_cnt_next  = bit_cnt_reg;
        case (state)
            IDLE: begin
                done_next = 0;
                busy_next = 0;
                if (tx_start) begin
                    next_state = START_READY;
                    temp_next  = tx_data;
                    busy_next  = 1;
                end
            end
            START_READY: begin
                if (baud_tick) begin
                    next_state = TX_START;
                    tick_cnt_next = 0;
                end
            end
            TX_START: begin
                tx_next = 0;
                if (baud_tick) begin
                    if (tick_cnt_reg == 15) begin
                        tick_cnt_next = 0;
                        bit_cnt_next = 0;
                        next_state = DATA;
                    end else begin
                        tick_cnt_next = tick_cnt_reg + 1;
                    end
                end
            end
            DATA: begin
                tx_next = temp_data[bit_cnt_reg];
                if (baud_tick) begin
                    if (tick_cnt_reg == 15) begin
                        tick_cnt_next = 0;
                        if (bit_cnt_reg == 7) begin
                            next_state   = STOP;
                            bit_cnt_next = 0;
                        end else begin
                            bit_cnt_next = bit_cnt_reg + 1;
                        end
                    end else begin
                        tick_cnt_next = tick_cnt_reg + 1;
                    end
                end
            end
            STOP: begin
                tx_next = 1;
                if (baud_tick) begin
                    if (tick_cnt_reg == 15) begin
                        next_state = IDLE;
                        tick_cnt_next = 0;
                        done_next = 1;
                    end else begin
                        tick_cnt_next = tick_cnt_reg + 1;
                    end
                end
            end
        endcase
    end
endmodule
--- design/flow/run.sh ---
#!/bin/bash
# OpenROAD 26Q1-2900-gdf79404cd8, Yosys 0.63+post, stock flow scripts
make -C /OpenROAD-flow-scripts/flow DESIGN_CONFIG=/design/flow/config.mk WORK_HOME=/design/flow/orfs finish
==> impl_metrics.prom <==
# HELP chip_impl_metric Metrics from one implementation run
# TYPE chip_impl_metric gauge
chip_impl_metric{name="reg2regPathDepth",unit=""} 8
chip_impl_metric{name="ir_drop",unit="uV"} 181
chip_impl_metric{name="synth_area_per_cell",unit="um2"} 10.7
chip_impl_metric{name="largest_register_ff_count",unit=""} 10
chip_impl_metric{name="data_arrival_critical_path",unit="ns"} 2.51
chip_impl_info{name="critical_path.startpoint",value="U_RECEIVER.tick_cnt_reg[0]"} 1
chip_impl_metric{name="drive_gt1_share",unit="%"} 9.96
chip_impl_metric{name="drt_first_iter_violations",unit=""} 49
chip_impl_metric{name="die_w",unit="um"} 74.6
chip_impl_metric{name="detail_route.antenna_diodes",unit=""} 0
chip_impl_metric{name="critical_path.max_fanout",unit=""} 17
chip_impl_metric{name="cts.hold.buffers_added",unit=""} 0
chip_impl_metric{name="use_met3",unit="%"} 2.20
chip_impl_metric{name="cts.path.max_buffers",unit=""} 2
chip_impl_metric{name="gr-usage-met2",unit="%"} 28.7
chip_impl_metric{name="globalRouteTotalUtil",unit="%"} 18.1
chip_impl_metric{name="total_length_of_routed_wires",unit="mm"} 4.34
chip_impl_metric{name="r2r_setup_slack",unit="ns"} 1.78
chip_impl_metric{name="port_bufs",unit=""} 23
chip_impl_metric{name="fp.coreArea",unit="mm2"} 0.00507
chip_impl_metric{name="finalClockPeriodUsage",unit="%"} 56.6
chip_impl_metric{name="ant_nets",unit=""} 0
chip_impl_metric{name="synth.distinct_cells",unit=""} 45
chip_impl_info{name="timing.critical_path.to_type",value="register"} 1
chip_impl_metric{name="power.density",unit="mW/mm2"} 324
chip_impl_metric{name="synthesis.yosys.warnings",unit=""} 3
chip_impl_metric{name="gr-usage-met1",unit="%"} 29.5
chip_impl_metric{name="clock_power_share",unit="%"} 38.9
chip_impl_info{name="tritoncts_clock_tree",value="done"} 1
chip_impl_metric{name="grt_antenna_before_repair",unit=""} 0
chip_impl_info{name="result_of_the_run",value="finished, final reports clean"} 1
chip_impl_metric{name="clk_pin_slew_worst_paths",unit="ns"} 0.09
chip_impl_metric{name="num_ports",unit=""} 24
chip_impl_metric{name="wl_per_cell",unit="um"} 12.7
chip_impl_metric{name="worst_slew_pin_slew",unit="ns"} 0.687
chip_impl_metric{name="power.share.combinational",unit="%"} 3.6
chip_impl_metric{name="grt_first_pass_wirelength",unit="mm"} 7.63
chip_impl_metric{name="place_worst_setup_slack",unit="ns"} 1.80
chip_impl_info{name="cp-start-kind",value="register"} 1
chip_impl_metric{name="cts.sinks",unit=""} 56
chip_impl_metric{name="gp_routability_congestion",unit=""} 0.840
chip_impl_metric{name="fmax",unit="MHz"} 431
chip_impl_metric{name="max_cap_viol_count",unit=""} 0
chip_impl_metric{name="row_count",unit=""} 26
chip_impl_metric{name="die_height",unit="um"} 74.6
chip_impl_metric{name="h_tree_levels",unit=""} 2
chip_impl_metric{name="timing.slew.headroom",unit="%"} 54.2
chip_impl_metric{name="setup_viol_count_final",unit=""} 0
chip_impl_metric{name="route.detailed.drc",unit=""} 0
chip_impl_metric{name="warning_count",unit=""} 29
chip_impl_metric{name="final.min_clock_period",unit="ns"} 2.32
chip_impl_info{name="clk_root_buffer_cell",value="sky130_fd_sc_hd__clkbuf_8"} 1
chip_impl_info{name="grt_setup_unrepaired",value="false"} 1
chip_impl_metric{name="async_reset_ff_share",unit="%"} 100
chip_impl_metric{name="syn_area",unit="mm2"} 0.00263
chip_impl_info{name="worst-setup-path-type",value="reg -> reg"} 1
chip_impl_metric{name="dpl.hpwl",unit="mm"} 2.97
chip_impl_metric{name="post_cts_resized",unit=""} 0
chip_impl_info{name="min_path_type",value="reg -> reg"} 1
chip_impl_metric{name="synthesis.instances",unit=""} 246
chip_impl_metric{name="power_frac_seq",unit="%"} 57.5
chip_impl_metric{name="setup_total_negative_slack",unit="ns"} 0
chip_impl_metric{name="yosys_register_bits",unit=""} 56
chip_impl_metric{name="yosys.stat.chipArea",unit="mm2"} 0.00263
chip_impl_metric{name="routed_via_density",unit=""} 5.29
chip_impl_metric{name="numCtsBuffers",unit=""} 5
chip_impl_metric{name="edf_count",unit=""} 0
chip_impl_info{name="yosys_most_used_dff",value="sky130_fd_sc_hd__dfrtp_1"} 1
chip_impl_metric{name="fin_ws",unit="ns"} 1.78
chip_impl_info{name="busiest_layer",value="met1"} 1
chip_impl_metric{name="postCtsSetupBuffers",unit=""} 0
chip_impl_metric{name="drt_first_pass_iters",unit=""} 26
chip_impl_metric{name="slew_violations",unit=""} 0
chip_impl_info{name="worstReg2RegStart",value="U_RECEIVER.tick_cnt_reg[0]"} 1
chip_impl_metric{name="clock_skew",unit="ns"} 0.00661
chip_impl_metric{name="die_area",unit="mm2"} 0.00556
chip_impl_metric{name="ys_cells",unit=""} 246
chip_impl_metric{name="area_delta_synth_final",unit="%"} 15.7
chip_impl_info{name="termination_of_the_worst_setup_path",value="U_RECEIVER.bit_cnt_reg[0]"} 1
chip_impl_metric{name="clk_latency_late_pin",unit="ns"} 0.30
chip_impl_metric{name="yosys.stat.seqShare",unit="%"} 53.3
chip_impl_metric{name="total_leakage_power",unit="nW"} 1.35
chip_impl_metric{name="cellInternalPower",unit="mW"} 0.799
chip_impl_metric{name="critPathRequiredTime",unit="ns"} 4.29
chip_impl_metric{name="grt_start_max_net_pins",unit=""} 57
chip_impl_metric{name="first_global_vias",unit=""} 1692
chip_impl_metric{name="power_switching_share",unit="%"} 19.1
chip_impl_metric{name="hold_viol_final",unit=""} 0
chip_impl_info{name="worst_r2r_endpoint",value="U_RECEIVER.bit_cnt_reg[0]"} 1
chip_impl_metric{name="netSwitchingPower",unit="mW"} 0.188
chip_impl_metric{name="global_route.overflow_total",unit=""} 0
chip_impl_metric{name="floorplanUtilization",unit="%"} 51.9
chip_impl_metric{name="vias",unit=""} 1803
[cells in the final DEF (no fill, tap or decap), drive strengths merged, types with 3 or more instances in the layout]
cell	netlist	routed
a21oi	6	6
a22o	5	5
and3	3	3
clkbuf	3	7
clkdlybuf4s50	0	22
dfrtp	53	53
dfstp	3	3
ha	11	11
inv	12	12
mux2	12	12
mux2i	3	3
nand2	35	35
nand2b	3	3
nand3	9	9
nand4	3	3
nor2	15	15
nor2b	4	4
o21ai	27	27
xnor2	5	5
[layer usage]
metal	vias to the layer above	part of all wire (%)	wire length, um
li1	920	-	-
met1	854	51	2220
met2	24	45	1960
met3	5	2.6	115
met4	0	1.1	46
met5	-	0	0
[cells by family after synthesis]
| logic type | synth area share [%] |
|---|---|
| flops | 53.3 |
| xor+xnor | 2.00 |
| compound gates | 12.1 |
| mux | 8.27 |
| simple gates | 16.1 |
| buf+inv | 2.95 |
| fa+ha+maj | 5.23 |
[through the flow]
stage	cells	area [um2]	utilization (%)	power, mW	hold slack (ns)
finish	341	3050	60.1	0.987	0.491
global route	341	3050	60.1	1.03	0.508
CTS	341	3050	60.1	1.01	0.500
detailed placement	333	2920	57.6	0.615	0.479
global placement	333	2920	57.6	0.615	0.461
floorplan	246	2630	-	0.589	0.426
[how the worst min path moves through the flow]
stage | startpoint | end | slack [ns] | cells past startpoint
4_1_cts | U_BAUD_GEN.counter[5] | U_BAUD_GEN.counter[5] | 0.50 | 1
5_1_grt | U_BAUD_GEN.counter[5] | U_BAUD_GEN.counter[5] | 0.51 | 1
6_report | U_BAUD_GEN.counter[5] | U_BAUD_GEN.counter[5] | 0.49 | 1
[critical path, stage by stage, from the launching register on]
cell and delay, ns:
sky130_fd_sc_hd__dfrtp_1 0.42, sky130_fd_sc_hd__ha_1 0.25, sky130_fd_sc_hd__nand3_1 0.12, sky130_fd_sc_hd__inv_1 0.10, sky130_fd_sc_hd__ha_1 0.19, sky130_fd_sc_hd__nand2_1 0.08, sky130_fd_sc_hd__a211o_1 0.48, sky130_fd_sc_hd__nand2b_1 0.28
sky130_fd_sc_hd__mux2_2 0.30
[cell type report]
type / instances / area [um2]
Clock inverter: 1 / 30.0
Multi-Input combinational cell: 171 / 1150
Tap cell: 70 / 87.6
Fill cell: 455 / 2030
Sequential cell: 56 / 1410
Timing Repair Buffer: 24 / 233
Clock buffer: 7 / 96.3
Inverter: 12 / 45.0
[cell usage after synthesis (4+ instances only)]
cell type                 count  area share, %
sky130_fd_sc_hd__ha_1        11            5.2
sky130_fd_sc_hd__mux2_2      12            5.1
sky130_fd_sc_hd__xnor2_1      5            1.7
sky130_fd_sc_hd__a21oi_1      6            1.1
sky130_fd_sc_hd__nor2b_1      4           0.95
sky130_fd_sc_hd__nor2_1      15            2.1
sky130_fd_sc_hd__inv_1       12            1.7
sky130_fd_sc_hd__nand3_1      9            1.7
sky130_fd_sc_hd__nand2_1     35            5.0
sky130_fd_sc_hd__a22o_1       5            1.7
sky130_fd_sc_hd__dfrtp_1     53             50
sky130_fd_sc_hd__o21ai_0     26            4.9
[power by group through the flow]
stage	Combinational, mW	Sequential, mW	Clock [mW]
4_1_cts	0.0370	0.568	0.401
5_1_grt	0.0403	0.569	0.423
6_report	0.0352	0.567	0.384
Power is estimated from default activity; no workload was simulated.
